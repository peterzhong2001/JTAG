### design/flow/design.v
module BSC_chain #(parameter chain_length = 4) (
  input logic clock_dr, 
  input logic update_dr, 
  input logic shift_dr, 
  input logic enable,
  input logic mode, 
  input logic s_i,
  input logic [chain_length-1:0] p_data_i, 
  output logic [chain_length-1:0] p_data_o, 
  output logic s_o);
  logic [chain_length:0] hold;  
  genvar i;
  generate 
		for (i = 0; i < chain_length; i++) begin: bs_chain
			singleBSC bs_cell (
        .shift_dr(shift_dr & enable),
        .update_dr(update_dr & enable),
        .clock_dr(clock_dr & enable),
        .mode(mode),
        .s_i(hold[i]),
        .s_o(hold[i+1]),
        .p_i(p_data_i[i]),
        .p_o(p_data_o[i])
        );
		end
	endgenerate 
  assign hold[0] = s_i;
  assign s_o = hold[chain_length];
endmodule
module singleBSC (
	input logic p_i,
	output logic p_o,
	input logic s_i,
	output logic s_o,
	input logic shift_dr,
	input logic clock_dr,
	input logic update_dr,
	input logic mode
	);
	logic clock_reg_in, update_reg_in, update_reg_out;
	assign clock_reg_in = shift_dr ? s_i : p_i;
	always_ff @(posedge clock_dr)
		update_reg_in <= clock_reg_in;
	always_ff @(posedge update_dr)
		update_reg_out <= update_reg_in;
	assign s_o = update_reg_in;
	assign p_o = mode ? update_reg_out : p_i;
endmodule
### design/flow/run.sh
#!/bin/bash
# OpenROAD 26Q1-2900-gdf79404cd8, Yosys 0.63+post, stock flow scripts
make -C /OpenROAD-flow-scripts/flow DESIGN_CONFIG=/design/flow/config.mk WORK_HOME=/design/flow/orfs finish
### design/flow/config.mk
export PLATFORM = sky130hd
export DESIGN_NAME = BSC_chain
export DESIGN_NICKNAME = BSC_chain
export VERILOG_FILES = /design/flow/design.v
export SDC_FILE = /design/flow/constraint.sdc
export NUM_CORES = 4
export LEC_CHECK = 1
export CORE_AREA = 10 10 70 70
export DIE_AREA = 0 0 80 80
### design/flow/constraint.sdc
current_design BSC_chain

set clk_period 1.0
set clk_io_pct 0.2

create_clock -name clk0 -period $clk_period

set non_clock_inputs [all_inputs -no_clocks]
set_input_delay [expr $clk_period * $clk_io_pct] -clock clk0 $non_clock_inputs
set_output_delay [expr $clk_period * $clk_io_pct] -clock clk0 [all_outputs]
==> metrics.yaml <==
setup_path:
  worst_path_dominant_cell_family: "buffers and inverters"
  worstPathBufferInverterCount: 2
  cp_max_fo: 2
  crit_start: "p_data_i[0]"
  start_kind: "input port"
  critical_path_at_ps: 780
  worst_setup_path_endpoint: "p_data_o[0]"
  critical_path_cell_by_cell: "clkdlybuf4s15_1 -> mux2_2 -> buf_2"
  cp.depth: 3
  critical-path-max-stage-delay_ps: 260
  crit_path_end_kind: "primary output"
  required_ps: 800
  worst_path_class_setup: "in2out"
  crit_slowest_cell: "mux2_2"
final_timing:
  max_slew_headroom_pct: 89.82
  worst-slew-pin-transition_ps: 152.2
  rsz0062_at_grt: "false"
  postLayoutSetupSlackWorst_ps: 22.47
  maxClockFrequency_mhz: 1023
  number_of_unconstrained_endpoints: 9
  timing.final.setup_violations: 0
  fin_worst_hold_slack_ps: 720.5
  hold_viol: 0
  unclocked_regs: 8
  finalWorstPathRequiredPeriod_ps: 977.5
  finalCritPeriodShare_pct: 97.75
  final_max_slew_viol_count: 0
global_routing:
  grt_antenna_before_repair: 0
  grt_util_all_layers_pct: 2.253
  grt_first_pass_wirelength_mm: 1.138
  first_global_vias: 232
  global_route.overflow_total: 0
  grt_start_max_net_pins: 5
yosys:
  synthDominantAreaCellType: "dfxtp_1"
  top_area_contributor_share_pct: 50.59
  synthTopCellsByArea: "dfxtp_1, mux2_4, mux2_2"
  synth_cell_type_count: 6
  post_synth_inst_count: 23
  ys_cells: 23
  synth_chip_area_sq_um: 316.6
  synth_area_per_cell_sq_um: 13.76
  sequential_area_share_after_synthesis_pct: 50.59
  mappedNetlistArea_sq_um: 316.6
  number_of_register_bits_inferred_by_synthesis: 8
  synth_warnings: 1
detailed_routing:
  number_of_drc_markers_after_the_initial_detailed_route_iteration: 0
  routed_wl_um: 740
  vias: 196
  antenna_cells: 0
  drt_pre_antenna_iters: 1
  drt_drc_violations_left: 0
  avgViaCountPerCell: 2.361
  drt_antenna_net_count: 0
  wire_per_inst_um: 8.916
floorplanning:
  initial_core_util_pct: 9.267
  die_height_um: 80
  coreArea_sq_mm: 0.003416
  pin_count: 15
  dieArea_sq_mm: 0.006400
  floorplan.rows: 21
  dieWidth_um: 80
outcome:
  outcome: "finished clean"
layout:
  final_core_util_pct: 14.47
  syn2layout_area_growth_pct: 56.13
  drive_above_1_share_pct: 56.76
  finish.instance_area_sq_um: 494.2
pwr:
  power.density_mw_per_mm2: 271.5
  cellLeakagePower_nw: 0.2090
  ir_worst_vdd_uv: 97.45
clocking:
  cts_setup_buffers: 0
placement:
  numPortBuffers: 15
  routabilityCongestion: 0.7339
  dp_worst_setup_slack_ps: -736.3
  placedInstanceArea_sq_um: 516.7
flow_run:
  warning_count: 32
  max-cap-violations: 0
hold_path:
  hold_path.class: "in2out"
-- Yosys cell counts --
cell type and n:
mux2_4 4, dfxtp_1 8, buf_4 4, mux2_2 4, and2_2 2, nand2_2 1
-- worst min-delay path by stage --
stage                        from          end  slack (ps)  cells after the start
final                 p_data_i[3]  p_data_o[3]         720                      3
after global routing         mode  p_data_o[0]         760                      3
after CTS                    mode  p_data_o[3]         780                      3
-- per-stage QoR --
stage                     instances  TNS, ps  power, mW
final                            83        0     0.1342
after global routing             83        0     0.1452
after CTS                        83        0     0.1373
after detailed placement         83    -2940     0.1508
after global placement           83    -2939     0.1495
after floorplan                  23        0    0.07992
-- layout by cell type (no fill, tap or decap) --
| cell | n |
|---|---|
| buf_4 | 4 |
| nand2_2 | 1 |
| mux2_4 | 5 |
| clkdlybuf4s50_1 | 6 |
| and2_2 | 2 |
| buf_2 | 4 |
| clkdlybuf4s15_2 | 1 |
| mux2_2 | 3 |
| dfxtp_1 | 8 |
| clkbuf_2 | 1 |
| clkdlybuf4s15_1 | 2 |
-- final cells by class --
cell class | instances | area [sq um]
fill | 393 | 2922
sequential | 8 | 160.2
timing repair buffer | 18 | 146.4
multi-input combinational | 11 | 130.1
tap | 46 | 57.56
-- flip-flops by register name, summed over array words and instances, names as in the netlist --
name / flops
bs_chain.bs_cell.update_reg_in: 4
bs_chain.bs_cell.update_reg_out: 4
-- power by group --
part / internal [mW] / leakage (nW) / switching, mW
clock: 0 / 0 / 0
combinational: 0.0769 / 0.141 / 0.0291
sequential: 0.0254 / 0.0676 / 0.00277
-- cells by family (layout without fill, tap and decap cells) --
family	Yosys count	after routing	synth area share, %
flip-flops	8	8	50.59
AND/OR/NAND/NOR	3	3	6.719
multiplexers	8	8	33.20
buffers and inverters	4	18	9.487
-- metal layers --
layer / vias up / part of all wire [%] / global-route usage, %
met5: - / 0 / 0
met2: 8 / 49 / 3.852
li1: 101 / - / -
met4: 0 / 0 / 0
met1: 87 / 42 / 2.750
met3: 0 / 8.9 / 0.9091
-- what timing repair did --
item | 4_1_cts | 5_1_grt
hold buffers | 0 | 0
setup endpoints to repair | 4 | 3
resized | 26 | 2
pin swaps | 0 | 0
No activity file was given, so power comes from the tool's default toggle rates.
