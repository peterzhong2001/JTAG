**flow/design.v**
```verilog
module instruction_cell (
    input logic p_i,
    output logic p_o,
    input logic s_i,
    output logic s_o,
    input logic shift_ir,
    input logic clock_ir
    );
    logic clock_reg_in;
    assign clock_reg_in = shift_ir ? s_i : p_i;
    always_ff @(posedge clock_ir) begin
        s_o <= clock_reg_in;
		  p_o <= clock_reg_in;
	 end
endmodule
module instruction_register #(
    parameter instr_width = 4,
    parameter sel_width = (instr_width - 3))
    (
    input logic trst_n,
    input logic reset_n,
    input logic clock_ir, 
    input logic update_ir, 
    input logic shift_ir,
    input logic s_i,
	 input logic [sel_width+1:0] instr_decode_out, 
    input logic [instr_width-1:0] p_data_i, 
	 output logic [instr_width-1:0] instr_decode_in, 
    output logic [sel_width+1:0] p_data_o, 
    output logic s_o
);
    logic [instr_width:0] hold;  
    genvar i;
    generate 
        for (i = 0; i < instr_width; i++) begin : instr_reg
            instruction_cell instr_cell (
                .shift_ir(shift_ir),
                .clock_ir(clock_ir),
                .s_i(hold[i]),
                .s_o(hold[i+1]),
                .p_i(p_data_i[i]),
                .p_o(instr_decode_in[i])
            );
			end
    endgenerate 
	 genvar j;
	 generate
	 			for (j = 0; j < (sel_width+2); j++) begin : update_reg
				update_ir_cell ir_cell (
					 .trst_n(trst_n),
                .reset_n(reset_n),
                .update_ir(update_ir),
                .p_i(instr_decode_out[j]),
                .p_o(p_data_o[j])
				);
        end
	endgenerate
  assign hold[0] = s_i;
  assign s_o = hold[instr_width];
endmodule
module update_ir_cell (
    input logic trst_n,
    input logic p_i,
    output logic p_o,
    input logic reset_n,
    input logic update_ir
    );
    always_ff @(posedge update_ir or negedge reset_n or negedge trst_n) begin
        if (~reset_n)
            p_o <= 1'b0;
        else if (~trst_n)
            p_o <= 1'b0;
        else
            p_o <= p_i;
    end
endmodule
```
**flow/config.mk**
```make
export PLATFORM = sky130hd
export DESIGN_NAME = instruction_register
export DESIGN_NICKNAME = instruction_register
export VERILOG_FILES = /design/flow/design.v
export SDC_FILE = /design/flow/constraint.sdc
export NUM_CORES = 4
export LEC_CHECK = 1
export CORE_AREA = 10 10 70 70
export DIE_AREA = 0 0 80 80
```
**flow/run.sh**
```bash
#!/bin/bash
# OpenROAD 26Q1-2900-gdf79404cd8, Yosys 0.63+post, stock flow scripts
make -C /OpenROAD-flow-scripts/flow DESIGN_CONFIG=/design/flow/config.mk WORK_HOME=/design/flow/orfs finish
```
**flow/constraint.sdc**
```tcl
current_design instruction_register

set clk_period 1.4
set clk_io_pct 0.2

create_clock -name clk0 -period $clk_period [get_ports {clock_ir}]
create_clock -name clk1 -period $clk_period [get_ports {update_ir}]

set non_clock_inputs [all_inputs -no_clocks]
set_input_delay [expr $clk_period * $clk_io_pct] -clock clk0 $non_clock_inputs
set_output_delay [expr $clk_period * $clk_io_pct] -clock clk0 [all_outputs]
```
==> CHANGELOG.md <==
### Changed

- Layout cells sized above 1: 0.263
- Fin. max-slew vios: 0
- Tool warning count: 26
- Yosys cell count: 19
- Post-synth seq share: 0.599
- Core Rows: 21
- Final instance area: 503 µm²
- Core ar.: 3420 µm²
- Worst Setup End Kind: output pin
- CP Launch Type: flop
- Initial DRC count: 1
- Hold Vio Cnt, Final: 0
- Post-Synthesis Cells: 19
- Crit path max-delay family: buffers and inverters
- Die height: 80 µm
- Post-CTS setup buffers: 0
- Post-cts gate resize count: 0
- DR vias: 196
- Hold Path Class: in2async
- Final setup TNS: 0 ns
- Final wirelength: 701 µm
- Post-cts hold buffer count: 0
- Worst clock skew: 0.00135 ns
- Pin count of the biggest net entering global routing: 5
- Ys Warns: 2
- Post-route ant nets: 0
- Worst endpoint data arrival time: 1.02 ns
- Crit Path Max Fanout: 1
- Crit-path max cell delay: 0.48 ns
- Placed cell areas: 454 µm²
- FF+latch count, synth: 7
- Worst-path cell chain: clkdlybuf4s50_1
- DIE WIDTH: 80 µm
- ANT cells: 0
- Synthesized area per cell: 13.6 µm²
- Status: finished clean
- Global route overflow: 0
- Area grow syn2layout: 94.2%
- First-pass GRT wire length: 1060 µm
- IR drop worst, VDD: 0.250 mV
- Die area: 6400 µm²
- # setup viols final: 0
- Top area cell types: dfxtp_1, dfrtp_1, buf_4, mux2_2, and2_1
- RSZ-0062 raised after global routing: false
- Actual slew at the worst max-slew pin: 0.174 ns
- Wire per inst: 8.35 µm
- Critical path type: reg2out
- Post-Syn Area: 259 µm²
- WP data required: 1.12 ns
- CTS clk-pin slew, worst paths: 0.04 ns
- Commonest non-fill, non-tap cells in the layout: clkdlybuf4s50_1, clkbuf_4, mux2_2, dfxtp_1, dfrtp_1
- Yosys stat chip area: 259 µm²
- Worst Path Buf+Inv: 1
- Fillers: 399
- Pre-Place Util: 0.0758
- Boundary pin count: 21
- Drt drc: 0
- Top cell excl fill/tap: clkdlybuf4s50_1
- CTS tree: yes
- PwrDens: 1170 nW/µm²
- Critical-path top delay cell: clkdlybuf4s50_1
- Total track usage: 0.0214
- Vias per std cell: 2.33
- Gpl congestion: 0.660
- Maxcap violations: 0
- PortBufs: 19
- Initial antenna violation count: 0
- Leak: 0.000192 µW
- Number of global-route vias before repair: 250
- DRT Pass-1 Iters: 2
- CTS Sinks: 7
- Synth area leader: dfxtp_1
- Unique cell types: 5
- Slew headroom: 0.884
- Top cell area share: 0.309
## Yosys cell counts
cell type / count
and2_1: 1
buf_4: 7
dfrtp_1: 3
dfxtp_1: 4
mux2_2: 4
## kinds of logic (layout without fill, tap and decap cells)
kind of cell / after synthesis / in the layout / synth area share
buf+inv: 7 / 26 / 0.203
mux: 4 / 4 / 0.174
simple gates: 1 / 1 / 0.0242
flops: 7 / 7 / 0.599
## metrics by stage
stage / power (µW) / worst slack, ns / utilization / instances / hold slack (ns)
3_5_place_dp: 304 / 0.0866 / 0.133 / 77 / 0.469
2_1_floorplan: 253 / 0.675 / - / 19 / 0.102
6_report: 586 / 0.102 / 0.147 / 84 / 0.326
3_3_place_gp: 303 / 0.0973 / 0.133 / 77 / 0.469
5_1_grt: 630 / 0.0420 / 0.147 / 84 / 0.329
4_1_cts: 609 / 0.0696 / 0.147 / 84 / 0.321
## final timing paths
kind	cells past startpoint	slack [ns]	end	startpoint
min reg2reg	1	0.47	instr_reg[3].instr_cell.s_o	instr_reg[2].instr_cell.s_o
min in group clk1	1	0.49	update_reg[2].ir_cell.p_o	instr_decode_out[2]
max in group asynchronous	2	0.93	update_reg[1].ir_cell.p_o	trst_n
min	2	0.33	update_reg[2].ir_cell.p_o	reset_n
max in group clk1	1	0.84	update_reg[1].ir_cell.p_o	instr_decode_out[1]
min in group clk0	1	0.47	instr_reg[3].instr_cell.s_o	instr_reg[2].instr_cell.s_o
max reg2reg	1	0.74	instr_reg[2].instr_cell.s_o	instr_reg[1].instr_cell.s_o
max	1	0.10	p_data_o[0]	update_reg[0].ir_cell.p_o
## report_power, final
part           total (µW)  internal [µW]  switching [µW]
Sequential            223            217            5.45
Clock                 288            202            85.5
Combinational        75.7           64.3            11.3
## layer usage
metal / wire length (µm) / part of all wire / up-vias / global-route usage
li1: - / - / 91 / -
met1: 229 / 0.33 / 85 / 0.0188
met2: 354 / 0.50 / 18 / 0.0345
met3: 99 / 0.14 / 2 / 0.0136
met4: 18 / 0.026 / 0 / 0.0158
met5: 0 / 0 / - / 0
## sequential cells by signal, indices dropped and copies added (netlist names)
name	flops
instr.instr_cell.s_o	4
update.ir_cell.p_o	3
## final cells by class
| type | count | area [µm²] | share of cell area |
|---|---|---|---|
| repair buffers | 19 | 190 | 0.378 |
| flip-flops and latches | 7 | 155 | 0.308 |
| well taps | 46 | 57.6 | 0.114 |
| multi-input cells | 5 | 51.3 | 0.102 |
| clock buffers | 7 | 48.8 | 0.0970 |
Power is estimated from default activity; no workload was simulated.
