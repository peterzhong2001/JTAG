==> flow/design.v <==
module tap_state_machine (
	input logic trst_n,
	input logic tck,
	input logic tms,
	output logic clock_dr,
	output logic update_dr,
	output logic shift_dr,
	output logic reset_n_ir,
	output logic clock_ir,
	output logic update_ir,
	output logic shift_ir,
	output logic select_tdo,
	output logic tdo_en,
	output logic bypass,
	output logic [3:0] tap_state
	);
	enum bit [3:0] {reset 		= 4'hF,
					idle 		= 4'hC,
					DR_scan		= 4'h7,
					capture_DR	= 4'h6,
					shift_DR 	= 4'h2,
					exit1_DR 	= 4'h1,
					pause_DR 	= 4'h3,
					exit2_DR 	= 4'h0,
					update_DR 	= 4'h5,
					IR_scan 	= 4'h4,
					capture_IR 	= 4'hE,
					shift_IR 	= 4'hA,
					exit1_IR 	= 4'h9,
					pause_IR 	= 4'hB,
					exit2_IR 	= 4'h8,
					update_IR 	= 4'hD
					} ps, ns;
	always_comb begin
		case(ps)
			reset: 		if (tms) ns = reset;
				   		else	 ns = idle;
			idle: 	 	if (tms) ns = DR_scan;
				  		else	 ns = idle;
			DR_scan: 	if (tms) ns = IR_scan;
				  	 	else	 ns = capture_DR;
			capture_DR: if (tms) ns = exit1_DR;
						else	 ns = shift_DR;
			shift_DR: 	if (tms) ns = exit1_DR;
						else	 ns = shift_DR;
			exit1_DR: 	if (tms) ns = update_DR;
						else	 ns = pause_DR;
			pause_DR: 	if (tms) ns = exit2_DR;
						else	 ns = pause_DR;
			exit2_DR: 	if (tms) ns = update_DR;
						else	 ns = shift_DR;
			update_DR: 	if (tms) ns = DR_scan;
						else	 ns = idle;
			IR_scan: 	if (tms) ns = reset;
				  	 	else	 ns = capture_IR;
			capture_IR: if (tms) ns = exit1_IR;
						else	 ns = shift_IR;
			shift_IR: 	if (tms) ns = exit1_IR;
						else	 ns = shift_IR;
			exit1_IR: 	if (tms) ns = update_IR;
						else	 ns = pause_IR;
			pause_IR: 	if (tms) ns = exit2_IR;
						else	 ns = pause_IR;
			exit2_IR: 	if (tms) ns = update_IR;
						else	 ns = shift_IR;
			update_IR: 	if (tms) ns = DR_scan;
						else	 ns = idle;
			default: ns = reset;
		endcase
	end
	always_ff @(posedge tck or negedge trst_n) begin
		if (~trst_n)
			ps <= reset;
		else
			ps <= ns;
	end
	always_ff @(negedge tck or negedge trst_n) begin
		if (~trst_n) begin
			reset_n_ir <= 1'b0;
			shift_ir <= 1'b0;
		end else begin
			if (ps == reset)
				reset_n_ir <= 1'b0;
			else
				reset_n_ir <= 1'b1;
			if (ps == shift_IR)
				shift_ir <= 1'b1;
			else
				shift_ir <= 1'b0;
		end
	end
	assign clock_ir = ~(((ps == capture_IR) || (ps == shift_IR)) & ~tck);
	assign update_ir = (ps == update_IR) & ~tck;
	always_ff @(negedge tck or negedge trst_n) begin
		if (~trst_n)
			shift_dr <= 1'b0;
		else if (ps == shift_DR)
			shift_dr <= 1'b1;
		else
			shift_dr <= 1'b0;
	end
	assign clock_dr = ~(((ps == capture_DR) || (ps == shift_DR)) & ~tck);
	assign update_dr = (ps == update_DR) & ~tck;
	always_ff @(negedge tck or negedge trst_n) begin
		if (~trst_n)
			tdo_en <= 1'b0;
		else if ((ps == shift_DR) || (ps == shift_IR))
			tdo_en <= 1'b1;
		else
			tdo_en <= 1'b0;
	end
	assign select_tdo = ps[3];
	assign bypass = (ps == reset);
	assign tap_state = ps;
endmodule
==> flow/run.sh <==
#!/bin/bash
# OpenROAD 26Q1-2900-gdf79404cd8, Yosys 0.63+post, stock flow scripts
make -C /OpenROAD-flow-scripts/flow DESIGN_CONFIG=/design/flow/config.mk WORK_HOME=/design/flow/orfs finish
==> flow/config.mk <==
export PLATFORM = sky130hd
export DESIGN_NAME = tap_state_machine
export DESIGN_NICKNAME = tap_state_machine
export VERILOG_FILES = /design/flow/design.v
export SDC_FILE = /design/flow/constraint.sdc
export NUM_CORES = 4
export LEC_CHECK = 1
export CORE_AREA = 10 10 70 70
export DIE_AREA = 0 0 80 80
==> flow/constraint.sdc <==
current_design tap_state_machine

set clk_period 2.1
set clk_io_pct 0.2

create_clock -name clk0 -period $clk_period [get_ports {tck}]

set non_clock_inputs [all_inputs -no_clocks]
set_input_delay [expr $clk_period * $clk_io_pct] -clock clk0 $non_clock_inputs
set_output_delay [expr $clk_period * $clk_io_pct] -clock clk0 [all_outputs]
==> impl_metrics.json <==
{
  "grt_max_degree": 10,
  "ioPinCount": 17,
  "firstDrtPassIters": 4,
  "endpoint_kind": "primary output",
  "rr_endpoint": "shift_ir$_DFF_NN0_",
  "violations": "setup timing",
  "cts.clk_slew.worst_paths_ns": 0.06,
  "critPathMaxFanout": 1,
  "grt_pass1_vias": 477,
  "slew_headroom": 0.868,
  "p_total_uw": 1160,
  "maxSlewViolCount": 0,
  "async_reset_ff_frac": 1.00,
  "cap_violations": 0,
  "fill_cells": 384,
  "layout_setup_ws_ns": -0.205,
  "final_cells": 115,
  "syn-cell-area_um2": 385,
  "reg2reg_slack_ns": 0,
  "rows": 21,
  "die_y_um": 80,
  "p_leak_uw": 0.000347,
  "yosys_warnings": 1,
  "drt_drc_violations_left": 0,
  "r2r_cells": 3,
  "critical_path.max_stage_delay_ns": 0.37,
  "synth_stat.cells": 38,
  "track_usage": 0.0382,
  "crit_slowest_cell": "dfrtn_1",
  "edf_count": 0,
  "cp.required_ns": 1.68,
  "drt_iter0_markers": 6,
  "tightest_slew_ns": 0.197,
  "worst_setup_path_start_kind": "flop",
  "overflow": 0,
  "ys_seq_elements": 8,
  "topCellsByArea": "dfstp_2, dfrtn_1, buf_2",
  "area_delta_synth_final_pct": 92.2,
  "vias": 398,
  "path_delay_family": "flip-flops",
  "antenna_found_initial": 0,
  "drive_gt1_frac": 0.449,
  "cts_tree": "built",
  "drt_wl_total_um": 1190,
  "core_area_um2": 3420,
  "ir_drop_mv": 0.299,
  "synthesis.instances": 38,
  "worstPathCellList": "buf_2",
  "hold_viol_final": 0,
  "fin_util": 0.217,
  "clk_latency_ns": 0.38,
  "port_buffers": 16,
  "via_per_inst": 3.46,
  "min_path_type": "primary input to async pin",
  "postRouteAntennaNets": 0,
  "fin_worst_skew_ns": 0.00828,
  "crit_arrival_ns": 1.89,
  "top_cell_area_share": 0.273,
  "crit_type": "flop to primary output",
  "status": "finished with violations",
  "gp_congestion": 0.746,
  "diodes": 0,
  "crit_buf_inv": 1,
  "grt_pass1_wl_um": 1900,
  "power_per_cell_area_nw_per_um2": 1560,
  "hpwl_um": 793,
  "synthTopCellsByCount": "dfrtn_1, dfstp_2, nand2_1",
  "ys_seq_frac": 0.532,
  "reg2reg_from": "ps[0]$_DFF_PN1_",
  "setup_viol": 5,
  "post-place-ws_ns": -0.199,
  "dieArea_um2": 6400,
  "yosys-stat-area_um2": 385,
  "chipWidth_um": 80,
  "synth_area_per_cell_um2": 10.1,
  "synth-main-ff-cell": "dfstp_2",
  "wl_per_cell_um": 10.3,
  "yosysTopAreaCell": "dfstp_2",
  "rsz0062_at_grt": "true",
  "dp.cells": 102,
  "ys_types": 21,
  "holdWs_ns": 0.630,
  "initCoreUtil": 0.113,
  "tool_warnings": 36
}
[routing by layer]
metal / GRT usage / wire length (µm) / vias to the layer above
met4: 0.0440 / 8 / 0
met2: 0.0369 / 509 / 29
li1: - / - / 191
met5: 0 / 0 / -
met1: 0.0359 / 472 / 176
met3: 0.0455 / 200 / 2
[logic make-up (layout without fill, tap and decap cells)]
family                 after synthesis  count (layout)  share of synthesized area
AOI/OAI and AO/OA                    6               6                      0.107
buffers and inverters                5              36                     0.0682
and+or+nand+nor                     19              19                      0.292
DFF                                  8               8                      0.532
[cells in the final DEF, fill, tap and decap left out]
master	instances
a21boi_0	1
a22o_1	1
and2_4	1
and2b_1	1
and4b_1	1
buf_2	7
buf_4	6
buf_6	3
buf_8	1
clkbuf_1	3
clkbuf_4	4
clkbuf_8	2
clkdlybuf4s15_1	1
clkdlybuf4s50_1	7
dfrtn_1	4
dfstp_2	4
dlymetal6s2s_1	1
inv_1	1
nand2_1	4
nand3_1	1
nand3b_1	2
nand4_1	2
nor2_1	2
nor2_4	1
nor2b_1	2
nor2b_4	1
nor4b_4	1
o211ai_1	1
o21a_1	1
o21ai_0	2
[power by group]
part	leakage (µW)	total [µW]	internal [µW]	switching (µW)
clock	0.0000912	476	324	152
combinational	0.000163	407	234	173
sequential	0.0000925	275	237	38.5
[cell type report]
type                    instances  area, µm²  area share
clock buffers                  16        131       0.177
repair buffers                 19        159       0.215
inverters                       1       3.75     0.00507
flip-flops and latches          8        205       0.277
multi-input cells              25        184       0.248
well taps                      46       57.6      0.0777
[worst max-delay path by stage]
stage	slack, ns	from	endpoint	cells past startpoint
4_1_cts	-0.23	tck	update_dr	7
5_1_grt	-0.27	tdo_en$_DFF_NN0_	tdo_en	1
6_report	-0.21	shift_dr$_DFF_NN0_	shift_dr	1
[sequential cells by signal, summed over array words and instances, names as in the netlist]
name	cells
ps	4
reset_n_ir	1
shift_dr	1
shift_ir	1
tdo_en	1
[per-stage QoR]
step                      cell area (µm²)  TNS, ns
final                                 741   -0.920
after global routing                  741    -1.34
after CTS                             747    -1.43
after detailed placement              631   -0.980
after global placement                631   -0.966
after floorplan                       399  -0.0882
[what timing repair did]
item | in CTS | in global routing
gates resized | 32 | 6
pin swaps | 4 | 3
hold buffers | 0 | 0
gates cloned | 0 | 0
setup buffers | 3 | 1
setup endpoints to repair | 15 | 11
Power and IR drop assume default switching activity.
